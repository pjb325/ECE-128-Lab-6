[/design/flow/config.mk]
export PLATFORM = sky130hd
export DESIGN_NAME = top
export DESIGN_NICKNAME = top
export VERILOG_FILES = /design/flow/design.v
export SDC_FILE = /design/flow/constraint.sdc
export NUM_CORES = 4
export LEC_CHECK = 1
export CORE_UTILIZATION = 40
[/design/flow/constraint.sdc]
current_design top

set clk_period 3.2
set clk_io_pct 0.2

create_clock -name clk0 -period $clk_period [get_ports {clk}]

set non_clock_inputs [all_inputs -no_clocks]
set_input_delay [expr $clk_period * $clk_io_pct] -clock clk0 $non_clock_inputs
set_output_delay [expr $clk_period * $clk_io_pct] -clock clk0 [all_outputs]
[/design/flow/design.v]
`timescale 1ns / 1ps
module bin2BCD(
    input clk,
    input en,
    input [11:0] bin_d_in,  
    output [15:0] bcd_d_out,  
    output rdy
    );
    parameter IDLE = 3'b000;
    parameter SETUP = 3'b001;
    parameter ADD = 3'b010;
    parameter SHIFT = 3'b011;
    parameter DONE = 3'b100;
    reg [27:0] bcd_data = 0;
    reg [2:0] state = 0;
    reg busy = 0;
    reg [3:0] sh_counter = 0;
    reg [1:0] add_counter = 0;
    reg result_rdy = 0;
    always @(posedge clk)
        begin
        if(en)
            begin
                if(~busy)
                     begin
                         bcd_data <= {16'b0, bin_d_in};
                         state <= SETUP;
                     end
            end
        case(state)
        IDLE:
            begin
               result_rdy <= 0;
               busy <= 0;
            end
        SETUP:
            begin
               busy <= 1;
               state <= ADD;
            end
        ADD:
            begin
            case(add_counter)
                0:
                   begin
                        if(bcd_data[15:12] > 4)
                             begin
                                 bcd_data[27:12] <= bcd_data[27:12] + 3;
                             end
                             add_counter <= add_counter + 1;
                   end
                1:
                   begin
                        if(bcd_data[19:16] > 4)
                             begin
                                 bcd_data[27:16] <= bcd_data[27:16] + 3;
                             end
                             add_counter <= add_counter + 1;
                   end
                2:
                   begin
                        if((add_counter == 2) && (bcd_data[23:20] > 4))
                             begin
                                  bcd_data[27:20] <= bcd_data[27:20] + 3;
                             end
                             add_counter <= add_counter + 1;
                   end
                3:
                   begin
                        if((add_counter == 3) && (bcd_data[27:24] > 4))
                            begin
                                 bcd_data[27:24] <= bcd_data[27:24] + 3;
                            end
                            add_counter <= 0;
                        state <= SHIFT;
                   end
            endcase
            end
    SHIFT:
         begin
    sh_counter <= sh_counter + 1;
    bcd_data <= bcd_data << 1;
    if(sh_counter == 11)
    begin
    sh_counter <= 0;
    state <= DONE;
    end
    else
    begin
    state <= ADD;
    end
    end
    DONE:
    begin
    result_rdy <= 1;
    state <= IDLE;
    end
    default:
    begin
    state <= IDLE;
    end
    endcase
    end
    assign bcd_d_out = bcd_data[27:12];
    assign rdy = result_rdy;
endmodule
module carry_look_adder(A,B,Cin,S,Co);
    input [3:0] A,B;
    input Cin;
    output [3:0] S;
    output Co;
    wire [3:0] P;
    wire [3:0] G; 
    wire [4:0] C; 
    assign P[0] = A[0]^B[0];
    assign P[1] = A[1]^B[1];
    assign P[2] = A[2]^B[2];
    assign P[3] = A[3]^B[3];
    assign G[0] = A[0]&B[0];
    assign G[1] = A[1]&B[1];
    assign G[2] = A[2]&B[2];
    assign G[3] = A[3]&B[3];
    assign C[0] = Cin;
    assign C[1] = C[0]&P[0]+G[0];
    assign C[2] = C[1]&P[1]+G[1];
    assign C[3] = C[2]&P[2]+G[2];
    assign C[4] = C[3]&P[3]+G[3];
    assign Co = C[4];
    assign S[0] = P[0]^C[0];
    assign S[1] = P[1]^C[1];
    assign S[2] = P[2]^C[2];
    assign S[3] = P[3]^C[3];
endmodule
`timescale 1ns / 1ps
module top(input [3:0] A,
           input [3:0] B,
           input Cin, 
           input clk, 
           input en, 
           output [15:0] bcd_d_out,
           output rdy);
    wire [3:0] S;
    wire Co;
    wire [11:0] bin_d_in;
    carry_look_adder add(.A(A), .B(B), .Cin(Cin), .S(S), .Co(Co));
    assign bin_d_in = {7'b0, Co, S};
    bin2BCD bcdthisup(.clk(clk), .en(en), .bin_d_in(bin_d_in), .bcd_d_out(bcd_d_out), .rdy(rdy));
endmodule
[/design/flow/run.sh]
#!/bin/bash
# OpenROAD 26Q1-2900-gdf79404cd8, Yosys 0.63+post, stock flow scripts
make -C /OpenROAD-flow-scripts/flow DESIGN_CONFIG=/design/flow/config.mk WORK_HOME=/design/flow/orfs finish
==> flow_summary.yaml <==
# physical design summary
finish:
  seq_area_sq_um: 971
  areaGrowthSynthToFinish_pct: 6.76
  layout-drive-gt1-share: 0.0723
  logic_area_sq_mm: 0.00190
  fillCellCount: 752
  fin_util: 0.449
yosys:
  synth-area-yosys_sq_mm: 0.00331
  numSynthFlops: 39
  ys_cells: 402
  top_cells_by_area: "edfxtp_1, dfxtp_1, ha_1"
  synthesis.area_sq_mm: 0.00331
  top_cell_area_share: 0.172
  yosys_warnings: 1
  ys_types: 65
  postSynthAreaPerCell_sq_um: 8.24
  synth-main-ff-cell: "dfxtp_1"
  ys_seq_share: 0.293
  async_reset_ff_frac: 0
  enable_flop_cells: 19
  synthCells: 402
  yosysTopAreaCell: "edfxtp_1"
setup_path:
  reg2reg_slack_ns: 0.78
  crit_chain: "clkdlybuf4s50_1, nand2b_1, buf_4, o21ai_0, a2111oi_0, nor3_1, o21ai_0"
  setup.worst_path.start: "en"
  critPathTopFamily: "buffers and inverters"
  crit_fanout: 24
  rr_startpoint: "bcdthisup.bcd_data[16]$_DFF_P_"
  r2r-end: "bcdthisup.bcd_data[27]$_DFF_P_"
  path_buffers: 2
  critPathKind: "in2reg"
  slowest_delay_ns: 0.45
  cp_data_required_time_ns: 3.43
  crit_top_cell: "o21ai_0"
  r2r.worst_path.cells: 8
  critical_path_arrival_ns: 2.75
  cp-start-kind: "input pin"
  endpoint_kind: "flip-flop"
  crit_slowest_cell: "nand2b_1"
clock_network:
  cts_resized: 0
  cts_root_buf: "clkbuf_8"
  htreeDepth: 2
  cts_hold_buffers: 0
  cts_max_path_buffers: 2
  numCtsBuffers: 5
  clock_sinks: 39
  clkTransAtPathRegs_ns: 0.09
  insertion_delay_ns: 0.30
  cts_setup_buffers: 0
  cts_tree: "built"
grt:
  antenna_found_initial: 0
  grt_pass1_wl_microns: 13900
  grt_pass1_vias: 2601
  grt_start_max_net_pins: 25
  gr-total-overflow: 0
  track_usage: 0.209
power_and_ir_drop:
  p_leak_nw: 1.28
  power_density_mw_per_mm2: 938
  peakVddDrop_mv: 0.360
detailed_routing:
  n_antenna_cell: 0
  drt_wl_total_microns: 8500
  wl_per_cell_microns: 16.9
  vias_per_cell: 5.87
  vias: 2953
  dr.pass1.iters: 7
  antenna_left: 0
  first_iter_violations: 388
  drc: 0
final_timing:
  rsz0062_at_grt: "false"
  hold_viol: 0
  fmax_ghz: 0.397
  period_minus_slack_ns: 2.52
  slew_viol_final: 0
  fin_crit_sh: 0.786
  tightestPinTransition_ns: 0.768
  worst_clock_skew_ns: 0.00735
  setup_viol: 0
  setup_tns_ns: 0
  max-slew-margin-rel: 0.487
placed_design:
  place.gp.congestion: 0.903
  portBuffers: 27
  dp_hpwl_microns: 5740
die:
  rows: 32
  dieArea_sq_mm: 0.00865
  initial_core_util: 0.420
  die_w_microns: 93.0
  coreArea_sq_mm: 0.00789
  ios: 28
  die_h_microns: 93.0
worst_hold_path:
  min_path_type: "reg2reg"
  holdPathStages: 2
  holdCritStartpoint: "bcdthisup.bcd_data[11]$_DFFE_PP_"
  hold_end: "bcdthisup.bcd_data[12]$_DFF_P_"
job:
  maxCapViolations: 0
  openroad.warnings: 32
outcome:
  status: "finished, final reports clean"
## layer usage
metal	vias up	wire [microns]	GRT usage	part of all wire
met3	9	657	0.0372	0.077
met4	0	97	0.0256	0.011
li1	1446	-	-	-
met1	1370	4130	0.350	0.49
met5	-	0	0	0
met2	128	3610	0.296	0.43
## how the worst max path moves through the flow
stage,depth (start not counted),to
4_1_cts,7,bcdthisup.bcd_data[18]$_DFF_P_
5_1_grt,7,bcdthisup.bcd_data[18]$_DFF_P_
6_report,7,bcdthisup.bcd_data[18]$_DFF_P_
## synthesized netlist by cell type, drive strengths merged, types with 2 or more instances
cell / number
a221oi: 4
a32oi: 4
o32ai: 4
nor2: 18
mux2i: 4
o311ai: 2
o21ai: 28
xor2: 4
nor4: 5
nor3: 12
a31oi: 16
o221ai: 2
nor2b: 8
a2111oi: 3
a21oi: 25
nand3: 10
nand4: 5
buf: 34
a21o: 3
o2111ai: 3
clkbuf: 10
o211ai: 7
o31a: 4
inv: 29
a41oi: 2
ha: 17
edfxtp: 19
xnor2: 15
and2: 8
mux2: 2
or3: 5
dfxtp: 20
a211oi: 3
nand2: 39
nand2b: 9
## logic make-up (layout without fill, tap and decap cells)
family,count (synthesis),in the layout,synth area share
and+or+nand+nor,127,127,0.199
AOI/OAI and AO/OA,120,120,0.242
buffers and inverters,74,73,0.132
DFF,39,39,0.293
xor gates and xnor gates,19,19,0.0502
adders and majority gates,17,17,0.0642
muxes,6,6,0.0189
## report_power, final
group | internal [mW] | leakage, nW | total [mW] | switching, mW
Clock | 0.156 | 0.0408 | 0.366 | 0.210
Combinational | 0.785 | 0.885 | 1.82 | 1.03
Sequential | 0.782 | 0.354 | 1.13 | 0.352
## sequential cells by signal, indices dropped and copies added (netlist names)
name / count
bcdthisup.add_counter: 2
bcdthisup.state: 3
bcdthisup.result_rdy: 1
bcdthisup.bcd_data: 28
bcdthisup.busy: 1
bcdthisup.sh_counter: 4
## through the flow
stage	setup WS (ns)	std cells	hold WS [ns]	area, sq um	power [mW]
after floorplan	1.23	402	0.429	3310	2.51
after global placement	0.490	495	0.461	3450	2.92
after detailed placement	0.422	495	0.455	3450	2.91
after CTS	0.745	503	0.496	3540	3.29
after global routing	0.501	503	0.525	3540	3.59
final	0.684	503	0.491	3540	3.32
## final cells by class
cell class | count | area share
tap | 102 | 0.0361
sequential | 39 | 0.274
multi-input combinational | 289 | 0.538
clock inverter | 3 | 0.00672
clock buffer | 5 | 0.0194
inverter | 30 | 0.0318
timing repair buffer | 35 | 0.0934
## cells in the final DEF, fill, tap and decap left out, types with 16 or more instances in the layout
cell type and n:
inv_1 29, clkdlybuf4s50_1 27, o21ai_0 24, nand2_1 38, ha_1 17, nor2_1 18
edfxtp_1 19, dfxtp_1 20, a31oi_1 16, a21oi_1 25
## worst reg2reg max path: cells and delay by family, from the launching register on
kind | cells | cell delay (ns)
flip-flops | 1 | 0.59
buffers and inverters | 2 | 0.36
AND/OR/NAND/NOR | 3 | 0.84
adder cells (fa/ha/maj) | 1 | 0.30
AND-OR/OR-AND | 2 | 0.28
Power figures rest on the tool's default switching activity, not on a simulated workload.
